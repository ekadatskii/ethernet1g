==> design/flow/design.v <==
module transport_layer
(
	input					clk
	,input				rst_n
	,input	[31:0]	dev_ip_addr_i
	,input				rcv_op_st_i
	,input				rcv_op_i
	,input				rcv_op_end_i
	,input	[31:0]	rcv_data_i
	,input	[15:0]	rcv_data_len_i
	,input	[31:0]	src_ip_addr_i
	,input	[31:0]	dst_ip_addr_i
	,input	[7:0]		prot_type_i
	,input	[15:0]	pseudo_crc_sum_i
	,output	[15:0]	source_port_o
	,output	[15:0]	dest_port_o
	,output	[15:0]	data_length_o
	,output	[31:0]	seq_num_o
	,output	[31:0]	ack_num_o
	,output	[5 :0]	tcp_flags_o		
	,output	[95:0]	options_o
	,output	[ 3:0]	tcp_head_len_o
	,output	[15:0]	tcp_window_o
	,output				upper_op_st
	,output				upper_op
	,output				upper_op_end
	,output	[31:0]	upper_data
	,output	[ 1:0]	upper_data_be
	,output	[15:0]	crc_sum_o
	,output				crc_check_o
	,output	[15:0]	test_word_cnt
	,output	[ 1:0]	shift_be_o
	,output	[31:0]	shift_test_o
	,output				shift_st_o
	,output				shift_end_o
	,output	[15:0]	shift_len_o	
	,output				shift_upper_o
	,output	[15:0]	shift_word_cnt_o
	,output	[31:0]	shift_test2_o
	,output	[ 1:0]	shift_be2_o		
);
parameter	OPTIONS_SIZE = 4'd4;
reg	[15:0]	source_port;
reg	[15:0]	dest_port;
reg	[31:0]	seq_num;
reg	[31:0]	ack_num;
reg	[ 3:0]	tcp_head_len;
reg	[ 5:0]	tcp_flags;
reg	[15:0]	tcp_window;
reg	[15:0]	packet_length;
reg	[15:0]	checksum;
reg	[15:0]	urgent_ptr;
reg	[32*OPTIONS_SIZE -1 :0]	options_reg;
reg	[15:0]	word_cnt;
reg	[15:0]	data_word_cnt;
reg				upper_op_start_r;
reg				upper_op_r;
reg				upper_op_stop_r;
reg	[31:0]	upper_data_r;
reg	[ 1:0]	data_be_r;
reg	[31:0]	crc_dat_r;
wire	[31:0]	crc_head_w;
wire	[31:0]	crc_head_ww;
wire	[15:0]	crc_head_www;
wire	[31:0]	crc_dat;
wire	[31:0]	crc_dat_w;
wire	[31:0]	crc_dat_ww;
wire	[15:0]	crc_dat_www;
wire	[31:0]	crc_sum_w;
wire	[31:0]	crc_sum_ww;
wire	[15:0]	crc_sum_www;
wire	[ 1:0]	data_be;
wire	[15:0]	data_length;
wire				rcv_op_st;
wire				rcv_op;
wire				rcv_op_end;
wire	[31:0]	rcv_data;
wire	[15:0]	rcv_data_len;
wire	[15:0]	pseudo_crc_sum;
wire				tcp_prot;
wire				ip_check;
assign tcp_prot = prot_type_i == 8'd06;
assign ip_check = dev_ip_addr_i == dst_ip_addr_i;
assign rcv_op				= rcv_op_i 		& tcp_prot & ip_check;
assign rcv_op_st			= rcv_op_st_i	& tcp_prot & ip_check;
assign rcv_op_end			= rcv_op_end_i	& tcp_prot & ip_check;
assign rcv_data			= (tcp_prot & ip_check) ? rcv_data_i 			: {32{1'b0}};
assign rcv_data_len		= (tcp_prot & ip_check) ? rcv_data_len_i		: {16{1'b0}};
assign pseudo_crc_sum	= (tcp_prot & ip_check) ? pseudo_crc_sum_i	: {16{1'b0}};
always @(posedge clk or negedge rst_n)
	if (!rst_n) 						word_cnt <= 16'b0;
	else if (rcv_op_end)				word_cnt <= 16'b0;
	else if (rcv_op & tcp_prot)	word_cnt <= word_cnt + 1'b1;
always @(posedge clk or negedge rst_n)
	if (!rst_n) 												source_port <= 16'b0;
	else if (rcv_op_st & rcv_op)							source_port <= rcv_data[31:16];
always @(posedge clk or negedge rst_n)
	if (!rst_n) 												dest_port <= 16'b0;
	else if (rcv_op_st & rcv_op)							dest_port <= rcv_data[15:0];
always @(posedge clk or negedge rst_n)
	if (!rst_n) 												packet_length <= 16'b0;
	else if (rcv_op_st & rcv_op)							packet_length <= rcv_data_len;
always @(posedge clk or negedge rst_n)
	if (!rst_n) 												seq_num <= 32'b0;
	else if (rcv_op & (word_cnt == 1) )					seq_num <= rcv_data;
always @(posedge clk or negedge rst_n)
	if (!rst_n) 												ack_num <= 32'b0;
	else if (rcv_op & (word_cnt == 2))					ack_num <= rcv_data;
always @(posedge clk or negedge rst_n)
	if (!rst_n) 												tcp_head_len <= 4'b0;
	else if (rcv_op & (word_cnt == 3))					tcp_head_len <= rcv_data[31:28];
always @(posedge clk or negedge rst_n)
	if (!rst_n) 												tcp_flags <= 6'b0;
	else if (rcv_op & (word_cnt == 3))					tcp_flags <= rcv_data[21:16];
always @(posedge clk or negedge rst_n)
	if (!rst_n) 												tcp_window <= 16'b0;
	else if (rcv_op & (word_cnt == 3))					tcp_window <= rcv_data[15:0];
always @(posedge clk or negedge rst_n)
	if (!rst_n) 												checksum <= 16'b0;
	else if (rcv_op & (word_cnt == 4))					checksum <= rcv_data[31:16];
always @(posedge clk or negedge rst_n)
	if (!rst_n) 												urgent_ptr <= 16'b0;
	else if (rcv_op & (word_cnt == 4))					urgent_ptr <= rcv_data[15:0];
always @(posedge clk or negedge rst_n)
	if (!rst_n) 												options_reg <= {(32*OPTIONS_SIZE){1'b0}};
	else if (rcv_op_st & rcv_op)							options_reg <= {(32*OPTIONS_SIZE){1'b0}};
	else if (rcv_op & (word_cnt == 5) & (word_cnt < tcp_head_len))
																	options_reg[31:0] <= rcv_data;
	else if (rcv_op & (word_cnt == 6) & (word_cnt < tcp_head_len))
																	options_reg[63:32] <= rcv_data;
	else if (rcv_op & (word_cnt == 7) & (word_cnt < tcp_head_len))
																	options_reg[95:64] <= rcv_data;
	else if (rcv_op & (word_cnt == 8) & (word_cnt < tcp_head_len))
																	options_reg[127:96] <= rcv_data;
assign crc_head_w =	source_port + dest_port + seq_num[31:16] + seq_num[15:0] + ack_num[31:16] + ack_num[15:0] + 
							{tcp_head_len, 6'b0, tcp_flags} + tcp_window + checksum + urgent_ptr; 
assign crc_head_ww = crc_head_w[31:16] + crc_head_w[15:0];
assign crc_head_www = crc_head_ww[31:16] + crc_head_ww[15:0];
always @(posedge clk or negedge rst_n)
	if (!rst_n) 												upper_data_r <= 32'b0;
	else if (rcv_op & (word_cnt >= 5) & (word_cnt >= tcp_head_len) & ((word_cnt << 2) < packet_length))
																	upper_data_r <= rcv_data;
	else 															upper_data_r <= 32'b0;
always @(posedge clk or negedge rst_n)
	if (!rst_n) 												upper_op_start_r <= 1'b0;
	else if (upper_op_start_r)								upper_op_start_r <= 1'b0;
	else if (rcv_op & (word_cnt == tcp_head_len) & (packet_length > (tcp_head_len * 4)))
																	upper_op_start_r <= 1'b1;
always @(posedge clk or negedge rst_n)
	if (!rst_n) 												upper_op_stop_r <= 1'b0;
	else if (upper_op_stop_r)								upper_op_stop_r <= 1'b0;
	else if (rcv_op & (word_cnt >= 4) & ((word_cnt + 1 << 2) >= packet_length) & ((word_cnt << 2) < packet_length))	
																	upper_op_stop_r <= 1'b1;
always @(posedge clk or negedge rst_n)
	if (!rst_n)													upper_op_r <= 1'b0;																	
	else if (rcv_op & (word_cnt >= 5) & (word_cnt >= tcp_head_len) & ((word_cnt << 2) < packet_length))
																	upper_op_r <= 1'b1;																
	else 															upper_op_r <= 1'b0;
always @(posedge clk or negedge rst_n)
	if (!rst_n)													crc_dat_r <= 32'b0;
	else if (rcv_op & rcv_op_st)							crc_dat_r <= 32'b0;
	else if (rcv_op & (word_cnt >= 5) & ((word_cnt << 2) < packet_length))
																	crc_dat_r <= crc_dat;
assign crc_dat   =	(data_be == 2'b00) ? crc_dat_r +  rcv_data[31:16] +  rcv_data[15:0]			:
							(data_be == 2'b11) ? crc_dat_r +  rcv_data[31:16] + {rcv_data[15:8], 8'b0}	:
							(data_be == 2'b10) ? crc_dat_r +  rcv_data[31:16] 									:
							(data_be == 2'b01) ? crc_dat_r + {rcv_data[31:24], 8'b0}							: 32'b0;
assign crc_dat_w   = crc_dat_r [31:16] + crc_dat_r [15:0];						
assign crc_dat_ww  = crc_dat_w [31:16] + crc_dat_w [15:0];
assign crc_dat_www = crc_dat_ww[31:16] + crc_dat_ww[15:0];
assign crc_sum_w   = crc_head_www + crc_dat_www + pseudo_crc_sum;
assign crc_sum_ww  = crc_sum_w [31:16] + crc_sum_w [15:0];
assign crc_sum_www = crc_sum_ww[31:16] + crc_sum_ww[15:0];
assign data_length = packet_length - (tcp_head_len * 4);
assign data_be = (((packet_length - (word_cnt << 2)) == 3) ? 2'b11 :
						((packet_length - (word_cnt << 2)) == 2) ? 2'b10 :
						((packet_length - (word_cnt << 2)) == 1) ? 2'b01 : 2'b00);
always @(posedge clk or negedge rst_n)
	if (!rst_n) 												data_be_r <= 2'b0;
	else if (rcv_op & (word_cnt >= 5) & (word_cnt >= tcp_head_len) & ((word_cnt << 2) < packet_length))
																	data_be_r <= data_be;
	else 															data_be_r <= 2'b0;
assign source_port_o		= source_port;
assign dest_port_o		= dest_port;
assign data_length_o		= packet_length;
assign crc_sum_o			= crc_sum_www;
assign crc_check_o		= crc_sum_www == 16'hFFFF;
assign upper_op_st		= upper_op_start_r;
assign upper_op			= upper_op_r;
assign upper_op_end		= upper_op_stop_r;
assign upper_data			= upper_data_r;
assign upper_data_be		= data_be_r;
assign seq_num_o			= seq_num;
assign ack_num_o			= ack_num;
assign tcp_flags_o		= tcp_flags;
assign tcp_head_len_o	= tcp_head_len;
assign options_o			= options_reg[95:0];
assign tcp_window_o		= tcp_window;
assign test_word_cnt		= word_cnt << 2;
parameter SHIFT_NUM = 20;
reg [(SHIFT_NUM*32) - 1: 0] shift_mas;
reg [(SHIFT_NUM*32) - 1: 0] shift_mas2;
reg [(SHIFT_NUM) - 1: 0] shift_st;
reg [(SHIFT_NUM) - 1: 0] shift_end;
reg [(SHIFT_NUM) - 1: 0] shift_upper;
reg [(SHIFT_NUM*16) - 1: 0] shift_len;
reg [(SHIFT_NUM*16) - 1: 0] shift_word_cnt;
reg [(SHIFT_NUM*2) - 1: 0] shift_be;
reg [(SHIFT_NUM*2) - 1: 0] shift_be2;
wire	[15:0] word_cnt_shft = (word_cnt << 2);
wire	[31:0] shift_mas_w		= (rcv_op & (word_cnt >= 5) & (word_cnt >= tcp_head_len) & ((word_cnt << 2) < packet_length)) ? rcv_data : 32'b0;
wire 	 		 shift_op_start_w	= (rcv_op & (word_cnt == tcp_head_len) & (packet_length > (tcp_head_len * 4))) ? 1'b1 : 1'b0;
wire			 shift_op_end_w	= (rcv_op & (word_cnt >= 4) & ((word_cnt + 1 << 2) >= packet_length) & ((word_cnt << 2) < packet_length)) ? 1'b1 : 1'b0;
wire			 shift_op_w			= (rcv_op & (word_cnt >= 5) & (word_cnt >= tcp_head_len) & ((word_cnt << 2) < packet_length)) ? 1'b1 : 1'b0;
always @(posedge clk or negedge rst_n)
	if (!rst_n)	
					shift_mas <= 0;
	else if (rcv_op  )
					shift_mas <= {shift_mas[((SHIFT_NUM-1)*32) - 1: 0], shift_mas_w};
always @(posedge clk or negedge rst_n)
	if (!rst_n)	
					shift_mas2 <= 0;
	else if (upper_op_r  )
					shift_mas2 <= {shift_mas2[((SHIFT_NUM-1)*32) - 1: 0], upper_data_r};	
always @(posedge clk or negedge rst_n)
	if (!rst_n)	
					shift_be2 <= 0;
	else if (upper_op_r  )
					shift_be2 <= {shift_be2[((SHIFT_NUM-1)*2) - 1: 0], data_be_r};			
always @(posedge clk or negedge rst_n)
	if (!rst_n)	
					shift_len <= 0;
	else if (rcv_op  )
					shift_len <= {shift_len[((SHIFT_NUM-1)*16) - 1: 0], packet_length};	
always @(posedge clk or negedge rst_n)
	if (!rst_n)	
					shift_word_cnt <= 0;
	else if (rcv_op  )
					shift_word_cnt <= {shift_word_cnt[((SHIFT_NUM-1)*16) - 1: 0], word_cnt_shft};	
always @(posedge clk or negedge rst_n)
	if (!rst_n)	
					shift_st <= 0;
	else if (rcv_op  )
					shift_st <= {shift_st[((SHIFT_NUM-1)) - 1: 0], shift_op_start_w};				
always @(posedge clk or negedge rst_n)
	if (!rst_n)	
					shift_end <= 0;
	else if (rcv_op  )
					shift_end <= {shift_end[((SHIFT_NUM-1)) - 1: 0], shift_op_end_w};	
always @(posedge clk or negedge rst_n)
	if (!rst_n)	
					shift_upper <= 0;
	else if (rcv_op  )
					shift_upper <= {shift_upper[((SHIFT_NUM-1)) - 1: 0], shift_op_w};					
always @(posedge clk or negedge rst_n)
	if (!rst_n)	
					shift_be <= 0;
	else if (rcv_op  )
					shift_be <= {shift_be[((SHIFT_NUM-1)*2) - 1: 0], data_be};					
assign shift_test_o = shift_mas[((SHIFT_NUM-1)*32) +: 32];				
assign shift_st_o = shift_st[((SHIFT_NUM-1)) +: 1];
assign shift_end_o = shift_end[((SHIFT_NUM-1)) +: 1];
assign shift_len_o =  shift_len[((SHIFT_NUM-1)*16) +: 16];					
assign shift_be_o = shift_be[((SHIFT_NUM-1)*2) +: 2];	
assign shift_upper_o = shift_upper[((SHIFT_NUM-1)) +: 1];
assign shift_word_cnt_o = shift_word_cnt[((SHIFT_NUM-1)*16) +: 16];
assign shift_test2_o = shift_mas2[((SHIFT_NUM-1)*32) +: 32];
assign shift_be2_o = shift_be2[((SHIFT_NUM-1)*2) +: 2];	
endmodule
==> design/flow/run.sh <==
#!/bin/bash
# OpenROAD 26Q1-2900-gdf79404cd8, Yosys 0.63+post, stock flow scripts
make -C /OpenROAD-flow-scripts/flow DESIGN_CONFIG=/design/flow/config.mk WORK_HOME=/design/flow/orfs finish
==> design/flow/config.mk <==
export PLATFORM = sky130hd
export DESIGN_NAME = transport_layer
export DESIGN_NICKNAME = transport_layer
export VERILOG_FILES = /design/flow/design.v
export SDC_FILE = /design/flow/constraint.sdc
export NUM_CORES = 4
export LEC_CHECK = 1
export CORE_UTILIZATION = 40
==> design/flow/constraint.sdc <==
current_design transport_layer

set clk_period 31.6
set clk_io_pct 0.2

create_clock -name clk0 -period $clk_period [get_ports {clk}]

set non_clock_inputs [all_inputs -no_clocks]
set_input_delay [expr $clk_period * $clk_io_pct] -clock clk0 $non_clock_inputs
set_output_delay [expr $clk_period * $clk_io_pct] -clock clk0 [all_outputs]
==> flow_summary.yaml <==
# yosys + openroad results
routing:
  drt-total-wl_um: 244900
  post_drt_wl_per_cell_um: 17.38
  dr.pass1.iters: 5
  drc: 0
  first_iter_violations: 4524
  num_vias: 68480
  ant_nets: 0
  vias_per_cell: 4.860
logic_synthesis:
  numSynthFlops: 2371
  synth-edff-count: 0
  ys.warnings.count: 1
  synth_area_um2: 102000
  ys_async_sr_fraction: 1.000
  ys_types: 96
  avgSynthCellArea_um2: 9.993
  dominantRegCellSynth: "dfrtp_1"
  ys_chip_area_um2: 102000
  yosysSeqAreaShare: 0.5819
  syn_inst: 10200
  yosys_cells: 10200
clocking:
  ctsLongestPathBuffers: 3
  cts_sinks: 2371
  path_clk_slew_ns: 0.06
  cts_tree: "yes"
  hold_buffers: 0
  post_cts_buffers: 0
  cts_resized: 0
  clk_latency_ns: 0.91
  cts_made_buffers: 241
  root_buffer: "clkbuf_16"
  h-tree-depth: 4
finish:
  layout-drive-gt1-share: 0.1192
  lay_top_cells: "nand2_1, dfrtp_1, mux2_2, clkdlybuf4s50_1, nor2_1"
  reg_top3: "shift_mas2: 640 flops, shift_mas: 640 flops, shift_len: 320 flops"
  syn_to_final_growth_pct: 16.43
  logic_area_um2: 38860
  fill_cells: 22720
  postLayoutCellArea_um2: 118700
  flop_area_um2: 59340
  final_common_cell: "nand2_1"
place:
  gp_congestion: 0.8986
  dp.final_hpwl_um: 166500
  placedInstanceArea_um2: 110200
  io_buffer_count: 543
worst_setup_path:
  cp.depth: 59
  cp.buffers_inverters: 5
  path_common_cell: "fa_1"
  crit_arrival_ns: 15.94
  crit_required_ns: 25.28
  cp-start-kind: "register"
  reg2regPathDepth: 20
  cp_max_fo: 6
  cp_top_family: "adder cells"
  endpoint_kind: "primary output"
  cpPeakStageDelay_ns: 0.55
  path_class: "reg -> out"
  cpMaxStageDelayCell: "fa_1"
floorplanning:
  die_area_um2: 256900
  num_rows: 184
  die-width_um: 506.9
  ios: 580
  fp_util: 0.4041
  core_area_um2: 252300
  dieHeight_um: 506.9
global_route:
  grt_max_degree: 171
  antenna_found_initial: 17
  overflow: 0
  grt_first_pass_wirelength_um: 397500
  first_global_vias: 68620
  globalRouteTotalUtil: 0.2046
final_timing:
  finClkSkew_ns: 0.07637
  min_period_ns: 22.26
  hold_viol_final: 0
  rsz0062_at_grt: "false"
  slew_viol_final: 0
  post-route-period-util: 0.7044
  slew_headroom: 0.4279
  tns_ns: 0
  setup_viol: 0
  fmax_mhz: 44.93
  worst_pin_slew_ns: 0.8503
pwr:
  p_per_area_nw_per_um2: 51.33
  p_leak_uw: 0.06242
  power_frac_comb: 0.014
  switching_share: 0.2096
  p_int_uw: 4816
  switchingPower_uw: 1277
  clkPwrFrac: 0.487
  ir_worst_vdd_v: 0.00005192
  design_power_total_uw: 6093
  seq_power_share: 0.498
worst_hold_path:
  hold_depth: 2
  min_path_type: "reg -> reg"
flow_run:
  maxCapViolCount: 0
  tool_warnings: 113
status:
  status: "finished, final reports clean"
[through the flow]
step	hold slack, ns	util	instances	setup WS, ns
4_1_cts	0.4286	0.4705	14090	9.244
2_1_floorplan	0.3780	-	10210	11.55
3_3_place_gp	0.4485	0.4366	13640	10.04
3_5_place_dp	0.4534	0.4366	13640	9.919
5_1_grt	0.4567	0.4705	14090	8.059
6_report	0.4209	0.4705	14090	9.341
[power by group through the flow]
stage | clock [µW] | sequential [µW] | combinational, µW
CTS | 3060 | 3040 | 93.2
global route | 3180 | 3030 | 103
finish | 2970 | 3040 | 87.5
[synthesized netlist by cell type, drive strengths merged (5+ instances only)]
library cell	instances	area share
nand3	67	0.0034
a31oi	20	0.0012
a211oi	24	0.0018
nand2b	25	0.0015
o2111ai	7	0.00060
nand2	4220	0.16
o21a	25	0.0018
a211o	8	0.00070
ha	163	0.020
xnor2	116	0.010
nor2	365	0.013
mux2i	12	0.0012
o211ai	15	0.0011
a21oi	181	0.0089
fa	143	0.028
o22ai	12	0.00074
and4	7	0.00060
nand3b	7	0.00052
mux2	683	0.075
o21bai	9	0.00066
a21o	69	0.0051
a221oi	5	0.00049
a22o	6	0.00052
or2	10	0.00061
and2	25	0.0016
o21ai	325	0.016
clkbuf	471	0.018
nor3	54	0.0027
buf	142	0.0098
nor2b	15	0.00099
nor3b	7	0.00052
a22oi	7	0.00052
or4	8	0.00063
o31a	5	0.00044
or3	16	0.00098
xor2	107	0.0092
dfrtp	2371	0.58
and3	25	0.0015
inv	270	0.0099
a21boi	5	0.00037
o31ai	15	0.0011
nor4	36	0.0022
nand4	38	0.0023
[final timing paths]
check                                from                   to  slack, ns
min reg2reg                  shift_be[16]         shift_be[18]       0.42
min in group asynchronous           rst_n  shift_word_cnt[296]       5.38
min                          shift_be[16]         shift_be[18]       0.42
max reg2reg                  crc_dat_r[0]        crc_dat_r[26]      25.66
max                        source_port[2]          crc_check_o       9.34
max in group asynchronous           rst_n      upper_data_r[3]      21.08
[area by class of cell]
| class | count | area share |
|---|---|---|
| Antenna cell | 3 | 0.00006324 |
| Clock buffer | 363 | 0.06098 |
| Clock inverter | 87 | 0.01090 |
| Inverter | 270 | 0.008537 |
| Multi-Input combinational cell | 6952 | 0.3274 |
| Sequential cell | 2371 | 0.4998 |
| Tap cell | 3348 | 0.03529 |
| Timing Repair Buffer | 697 | 0.05704 |
[layer usage]
layer  GRT usage  up-vias  share of wire
li1            -    33460              -
met1      0.3172    33310           0.45
met2      0.2991     1356           0.45
met3     0.06051      339          0.073
met4     0.04158       18          0.024
met5           0        -        0.00052
[kinds of logic (layout without fill, tap and decap cells)]
| group | after synthesis | count (layout) | share of synthesized area |
|---|---|---|---|
| compound gates | 778 | 778 | 0.04573 |
| xor+xnor | 224 | 224 | 0.01938 |
| fa+ha+maj | 307 | 307 | 0.04818 |
| buf+inv | 883 | 1417 | 0.03741 |
| flops | 2371 | 2371 | 0.5819 |
| mux | 695 | 695 | 0.07661 |
| other cells | 1 | 7 | 0.00003678 |
| simple gates | 4944 | 4944 | 0.1908 |
[worst min-delay path, cell delays in order (launching register included)]
cell     delay, ns
dfrtp_1       0.34
nand2_1       0.05
nand2_1       0.05
No activity file was given, so power comes from the tool's default toggle rates.
